--- /design/flow/config.mk ---
export PLATFORM = sky130hd
export DESIGN_NAME = main
export DESIGN_NICKNAME = main
export VERILOG_FILES = /design/flow/design.v
export SDC_FILE = /design/flow/constraint.sdc
export NUM_CORES = 4
export LEC_CHECK = 1
export CORE_AREA = 10 10 70 70
export DIE_AREA = 0 0 80 80
--- /design/flow/constraint.sdc ---
current_design main

set clk_period 6.0
set clk_io_pct 0.2

create_clock -name clk0 -period $clk_period

set non_clock_inputs [all_inputs -no_clocks]
set_input_delay [expr $clk_period * $clk_io_pct] -clock clk0 $non_clock_inputs
set_output_delay [expr $clk_period * $clk_io_pct] -clock clk0 [all_outputs]
--- /design/flow/design.v ---
module parameterized_bin2bcd #(
    parameter BIN_WIDTH  = 12,  
    parameter BCD_DIGITS = 4    
)(
    input  [BIN_WIDTH-1:0]        in,
    output reg [(BCD_DIGITS*4)-1:0] bcd
);
    integer i, j;  
    always @(*) begin
        bcd = 0;  
        for (i = 0; i < BIN_WIDTH; i = i + 1) begin 
            for (j = 0; j < BCD_DIGITS; j = j + 1) begin
                bcd[j*4 +: 4] = (bcd[j*4 +: 4] >= 5) ? (bcd[j*4 +: 4] + 3) : bcd[j*4 +: 4];
            end
            bcd = {bcd[(BCD_DIGITS*4)-2 : 0], in[BIN_WIDTH-1-i]};
        end
    end
endmodule
module main(
    input [7:0] my_8bit_signal,
    output [11:0] my_12bit_bcd_signal
);
    parameterized_bin2bcd #(
        .BIN_WIDTH(8),
        .BCD_DIGITS(3)
    ) my_converter (
        .in(my_8bit_signal),
        .bcd(my_12bit_bcd_signal)
    );
endmodule
--- /design/flow/run.sh ---
#!/bin/bash
# OpenROAD 26Q1-2900-gdf79404cd8, Yosys 0.63+post, stock flow scripts
make -C /OpenROAD-flow-scripts/flow DESIGN_CONFIG=/design/flow/config.mk WORK_HOME=/design/flow/orfs finish
==> notes.md <==
Detailed-route iteration 0 reported a violation count of 24. With the worst-case setup margin in the final layout at 12.8 ps, the power after layout is 0.000386 W. The global-route congestion overflow total came out at 0. The clock period minus final worst setup slack works out to 5990 ps. Net switching is 43.8% of the power. Across the VDD grid, the largest voltage drop is 131 uV. The flow ran to the end, and the final reports show no timing, DRC or antenna violations. The chip occupies 6400 um2. In the setup report, the worst path falls into the class input pin to output pin.

The leading cell type in the layout, fill and taps excluded is sky130_fd_sc_hd__buf_4. On the critical path the data arrives at 4790 ps. The logs give 0 for the number of buffers inserted by hold repair at cts and 0 for the clock buffer instance count of the final layout. For the tally of yosys warning messages, the log shows 1. The pin closest to its max-slew limit shows a slew of 543 ps. Measured along the x axis, the die boundary spans 80 um.

The post-synthesis cell count from yosys is 135, and the share of post-route cells with drive strength above 1 is 51.5%. For the max-cap check violation count, the log shows 0. The number of top-level pins was 20; the cell area after technology mapping was 971 um2. Dividing the final minimum period by the clock period gives 99.8%. Fill cells in the final layout number 313.

In this run the worst hold path is classified as input pin to output pin. The power report puts the net switching power at 0.000169 W. Per report_power, the clock group accounts for 0% of the total. The number of antenna-violating nets in the routed design was 0. A synthesized cell averages 7.19 um2. With the register share after synthesis at 0%, the last weighted congestion value of the routability-driven placer is 0.851. The DRC violation total left in the routed layout is recorded as 0. The gate-level netlist out of Yosys references 55 unique cell types.

For this design the ratio of total power to cell area is 220 nW/um2. The power report lists cell-internal power as 0.000217 W. The first detailed-routing pass ran for 4 iterations. STA classifies the critical path endpoint as an output pin. The final antenna diode tally reported by the flow is 0. The area recorded from the Yosys report for this design is 971 um2. Across all layers, the routed design uses 1228 vias. The run gives 135 for the gate count of the mapped netlist.

Per the finish-stage timing summary, setup violations number 0. The floorplan step defined a core boundary enclosing 3420 um2. Per the OpenROAD floorplan log, the height of the die is 80 um. From synthesis to final layout, the design area changed by 80.2%.

Ranking logic cells in the layout by count gives the top entries sky130_fd_sc_hd__buf_4 (51), sky130_fd_sc_hd__nor2_1 (15), sky130_fd_sc_hd__nand2_1 (9). The area taken by flip-flops and latches was 0 um2; the via count of the first global-routing pass was 1136. Before placement the cells fill 28.4% of the core. The number of core rows is 21, and the final routed wirelength across all metal layers is 3030 um. The first global-routing pass estimated 4870 um of wire. The run gives 63.4% as the tightest slew margin relative to the limit.

During placement, the flow inserted port buffers numbering 16. Across all stage logs, warnings added up to 36. STA classifies the critical path startpoint as an input pin. The run gives 100.0% as the combinational cell fraction of total power. The final layout reports a setup TNS of 0 ps. Data on the critical path is required at its endpoint by 4800 ps. The average detailed-routed wire length per instance was 12.5 um.

Hold-check failures listed in the final report amount to 0. The run gives 12 for the maximum number of pins on one net before global-route repair. Per the final report, max-transition violations number 0. The number of antenna violations at the first check in global routing is 0. The total global routing track utilization was 8.69%. For this run, the detailed router reports a per-instance via density of 5.07. The half-perimeter wire length after detailed placement is 2230 um. The leakage component of the power was 0.762 nW.

The largest driver fanout on the critical path is 4. The tools report the sequential cell count of the final layout as 0. Setup repair after global routing could not meet its margin everywhere.

Static timing analysis puts the maximum clock frequency at 0.167 GHz. The part of the total power dissipated in sequential elements was 0%. Logged for this run, the post-placement worst setup slack is -753 ps.
-- repair_timing --
action / 4_1_cts / 5_1_grt
endpoints found under the setup margin: 9 / 6
buffers inserted: 8 / 3
pin swaps: 12 / 15
gates resized: 30 / 22
-- cell usage after synthesis, types with 2 or more instances --
cell type	count	area [um2]
sky130_fd_sc_hd__a211oi_1	4	30.0
sky130_fd_sc_hd__a21o_1	2	15.0
sky130_fd_sc_hd__a21oi_1	8	40.0
sky130_fd_sc_hd__a21oi_4	2	32.5
sky130_fd_sc_hd__a31o_2	2	17.5
sky130_fd_sc_hd__a31oi_1	2	12.5
sky130_fd_sc_hd__and2_1	3	18.8
sky130_fd_sc_hd__buf_4	3	22.5
sky130_fd_sc_hd__clkbuf_1	3	11.3
sky130_fd_sc_hd__ha_1	8	100
sky130_fd_sc_hd__inv_1	8	30.0
sky130_fd_sc_hd__mux2_2	2	22.5
sky130_fd_sc_hd__mux2i_1	2	20.0
sky130_fd_sc_hd__nand2_1	10	37.5
sky130_fd_sc_hd__nand2b_1	2	12.5
sky130_fd_sc_hd__nand3_1	4	20.0
sky130_fd_sc_hd__nand3b_1	2	15.0
sky130_fd_sc_hd__nor2_1	17	63.8
sky130_fd_sc_hd__nor3_1	7	35.0
sky130_fd_sc_hd__nor4b_1	2	17.5
sky130_fd_sc_hd__o21ai_0	5	25.0
sky130_fd_sc_hd__o22ai_1	2	12.5
sky130_fd_sc_hd__xnor2_1	3	26.3
-- metrics by stage --
stage	hold WS [ps]	cells	utilization, %	instance area (um2)
after detailed placement	2400	231	44.9	1530
after floorplan	2470	136	-	1060
after global routing	2400	242	51.2	1750
final	2400	242	51.2	1750
after global placement	2400	231	44.9	1530
after CTS	2400	239	49.1	1680
-- routing by layer --
layer / GRT usage (%) / share of wire (%) / up-vias
li1: - / - / 633
met1: 12.1 / 50 / 581
met2: 14.8 / 46 / 14
met3: 0.909 / 3.1 / 0
met4: 0 / 0 / 0
met5: 0 / 0 / -
-- path summary, 6_finish.rpt --
check         startpoint                endpoint  cells after the start
min    my_8bit_signal[0]  my_12bit_bcd_signal[0]                      0
max    my_8bit_signal[4]  my_12bit_bcd_signal[8]                     19
-- cell families (layout without fill, tap and decap cells) --
kind of cell,after synthesis,after routing,synth area share (%)
AOI/OAI and AO/OA,45,45,36.5
other,1,2,0.386
buffers and inverters,16,76,8.25
muxes,8,8,10.8
adders and majority gates,8,8,10.3
and+or+nand+nor,53,53,29.4
xor gates and xnor gates,4,4,4.38
-- layout make-up --
class | instances | area (um2) | share of cell area, %
Tap cell | 46 | 57.6 | 3.29
Inverter | 8 | 32.5 | 1.86
Multi-Input combinational cell | 120 | 1110 | 63.6
Timing Repair Buffer | 68 | 547 | 31.3
-- power by group through the flow --
stage	Sequential (W)	Combinational (W)	Clock (W)
global route	0	0.000419	0
CTS	0	0.000355	0
finish	0	0.000386	0
-- critical path: stages --
cell,delay [ps]
sky130_fd_sc_hd__clkdlybuf4s50_1,490
sky130_fd_sc_hd__ha_1,250
sky130_fd_sc_hd__nand2b_4,150
sky130_fd_sc_hd__a32oi_4,250
sky130_fd_sc_hd__xnor2_2,170
sky130_fd_sc_hd__ha_2,210
sky130_fd_sc_hd__or2b_4,280
sky130_fd_sc_hd__nand3_4,90
sky130_fd_sc_hd__a31o_4,180
sky130_fd_sc_hd__nand2_2,60
sky130_fd_sc_hd__ha_4,180
sky130_fd_sc_hd__a21o_4,200
sky130_fd_sc_hd__nand4_1,70
sky130_fd_sc_hd__nor4b_4,280
sky130_fd_sc_hd__buf_4,200
sky130_fd_sc_hd__nor3_2,40
sky130_fd_sc_hd__a311oi_1,240
sky130_fd_sc_hd__o311ai_1,140
sky130_fd_sc_hd__clkbuf_2,120
No activity file was given, so power comes from the tool's default toggle rates.
