==> flow/config.mk <==
export PLATFORM = sky130hd
export DESIGN_NAME = LCD_CTRL
export DESIGN_NICKNAME = LCD_CTRL
export VERILOG_FILES = /design/flow/design.v
export SDC_FILE = /design/flow/constraint.sdc
export NUM_CORES = 4
export LEC_CHECK = 1
export CORE_UTILIZATION = 50
==> flow/constraint.sdc <==
current_design LCD_CTRL

set clk_period 26.4
set clk_io_pct 0.2

create_clock -name clk0 -period $clk_period [get_ports {clk}]

set non_clock_inputs [all_inputs -no_clocks]
set_input_delay [expr $clk_period * $clk_io_pct] -clock clk0 $non_clock_inputs
set_output_delay [expr $clk_period * $clk_io_pct] -clock clk0 [all_outputs]
==> flow/design.v <==
module LCD_CTRL(clk, reset, cmd, cmd_valid, IROM_Q, IROM_rd, IROM_A, IRAM_valid, IRAM_D, IRAM_A, busy, done);
input clk;  
input reset;  
input [3:0] cmd;  
input cmd_valid;
input [7:0] IROM_Q;  
output reg IROM_rd;  
output reg [5:0] IROM_A;  
output reg IRAM_valid;
output reg [7:0] IRAM_D;  
output reg [5:0] IRAM_A;  
output reg busy;  
output reg done;
reg [2:0] state;  
localparam INPUT_CMD = 3'd0,
           INPUT_DATA = 3'd1,
           OPERATION = 3'd2,
           READY_INPUT = 3'd4,
           OUTPUT = 3'd3;
reg [2:0] op_x, op_y;  
wire [5:0] index1;  
wire [5:0] index2;  
wire [5:0] index3;  
wire [5:0] index4;  
assign index1 = (op_x - 3'd1) + ((op_y - 3'd1 ) << 3'd3);  
assign index2 = index1 + 6'd1;
assign index3 = (op_x - 3'd1) + ((op_y        ) << 3'd3);
assign index4 = index3 + 6'd1;
reg [5:0] count;  
reg [7:0] image [63:0]; 
reg [3:0] cmd_input;
reg [9:0] temp;  
wire [7:0] cmpValue;  
assign cmpValue = (count == 0)? image[index2] : 
                  (count == 1)? image[index3] : image[index4];
always @(posedge clk or posedge reset) begin
    if (reset) begin
        IROM_A <= 0;
        IROM_rd <= 1'b1;  
        IRAM_valid <= 0;
        IRAM_A <= 0;
        IRAM_D <= 0;
        busy <= 1'b1;  
        done <= 0;
        op_x <= 3'd4;
        op_y <= 3'd4;
        temp <= 0;
        count <= 6'd0; 
        state <= READY_INPUT;
    end else begin
        case (state)
            READY_INPUT: begin
                IROM_A <= count;
                state <= INPUT_DATA;
            end
            INPUT_DATA: begin
                image[count] <= IROM_Q;
                if (count == 6'd63) begin 
                    busy <= 0;  
                    count <= 0;
                    IROM_rd <= 0;
                    state <= INPUT_CMD;
                end else begin
                    count <= count + 6'd1;
                    state <= READY_INPUT;
                end
            end
            INPUT_CMD: begin
                if (cmd_valid) begin
                    cmd_input <= cmd;
                    temp <= {2'd0,image[index1]};   
                    count <= 0;              
                    busy <= 1'b1;  
                    state <= OPERATION;
                end
            end
            OPERATION: begin
                case (cmd_input)
                    4'b0: begin  
                        IRAM_A <= count;
                        IRAM_D <= image[count];
                        IRAM_valid <= 1'b1;
                        state <= OUTPUT;
                    end 
                    4'b1: begin  
                        if (op_y == 3'd1) begin
                            op_y <= op_y;
                        end else begin
                            op_y <= op_y - 3'd1;
                        end
                        busy <= 0;
                        state <= INPUT_CMD;
                    end 
                    4'd2: begin  
                        if (op_y == 3'd7) begin
                            op_y <= op_y;
                        end else begin
                            op_y <= op_y + 3'd1;
                        end
                        busy <= 0;
                        state <= INPUT_CMD;
                    end 
                    4'd3: begin  
                        if (op_x == 3'd1) begin
                            op_x <= op_x;
                        end else begin
                            op_x <= op_x - 3'd1;
                        end
                        busy <= 0;
                        state <= INPUT_CMD;
                    end 
                    4'd4: begin  
                        if (op_x == 3'd7) begin
                            op_x <= op_x;
                        end else begin
                            op_x <= op_x + 3'd1;
                        end
                        busy <= 0;
                        state <= INPUT_CMD;
                    end 
                    4'd5: begin  
                        case (count)
                            6'd0: begin
                                if (temp <= cmpValue) begin
                                    temp[7:0] <= cmpValue;
                                end
                            end
                            6'd1: begin
                                if (temp <= cmpValue) begin
                                    temp[7:0] <= cmpValue;
                                end 
                            end
                            6'd2: begin
                                if (temp <= cmpValue) begin
                                    temp[7:0] <= cmpValue;
                                end 
                            end
                            6'd3: begin
                                image[index1] <= temp[7:0];
                                image[index2] <= temp[7:0];
                                image[index3] <= temp[7:0];
                                image[index4] <= temp[7:0];
                                count <= 0;
                                busy <= 0;
                                state <= INPUT_CMD;
                            end
                            default:;
                        endcase
                        count <= count + 6'd1;
                    end 
                    4'd6: begin  
                        case (count)
                            6'd0: begin
                                if (temp >= cmpValue) begin
                                    temp[7:0] <= cmpValue;
                                end
                            end
                            6'd1: begin
                                if (temp >= cmpValue) begin
                                    temp[7:0] <= cmpValue;
                                end 
                            end
                            6'd2: begin
                                if (temp >= cmpValue) begin
                                    temp[7:0] <= cmpValue;
                                end 
                            end
                            6'd3: begin
                                image[index1] <= temp[7:0];
                                image[index2] <= temp[7:0];
                                image[index3] <= temp[7:0];
                                image[index4] <= temp[7:0];
                                count <= 0;
                                busy <= 0;
                                state <= INPUT_CMD;
                            end
                            default:;
                        endcase
                        count <= count + 6'd1;
                    end 
                    4'd7: begin  
                        case (count)
                            6'd0: begin  
                                temp <= ((image[index1] + image[index2]) + (image[index3] + image[index4])) >> 10'd2;
                            end
                            6'd1: begin
                                image[index1] <= temp[7:0];
                                image[index2] <= temp[7:0];
                                image[index3] <= temp[7:0];
                                image[index4] <= temp[7:0];
                                count <= 0;
                                busy <= 0;
                                state <= INPUT_CMD;
                            end
                            default:;
                        endcase
                        count <= count + 6'd1;
                    end 
                    4'd8: begin  
                        image[index1] <= image[index2];
                        image[index2] <= image[index4];
                        image[index3] <= image[index1];
                        image[index4] <= image[index3];
                        busy <= 0;
                        state <= INPUT_CMD;
                    end 
                    4'd9: begin  
                        image[index1] <= image[index3];
                        image[index2] <= image[index1];
                        image[index3] <= image[index4];
                        image[index4] <= image[index2];
                        busy <= 0;
                        state <= INPUT_CMD;
                    end 
                    4'd10: begin  
                        image[index1] <= image[index3];
                        image[index2] <= image[index4];
                        image[index3] <= image[index1];
                        image[index4] <= image[index2];
                        busy <= 0;
                        state <= INPUT_CMD;
                    end 
                    4'd11: begin  
                        image[index1] <= image[index2];
                        image[index2] <= image[index1];
                        image[index3] <= image[index4];
                        image[index4] <= image[index3];
                        busy <= 0;
                        state <= INPUT_CMD;
                    end 
                    default: state <= OUTPUT;  
                endcase
            end
            OUTPUT: begin
                if (count == 6'd63) begin 
                    busy <= 0;
                    count <= 0;
                    done <= 1'd1;
                end else begin
                    count <= count + 6'd1;
                    state <= OPERATION;
                end
            end
            default: ;
        endcase
    end
end
endmodule
==> flow/run.sh <==
#!/bin/bash
# OpenROAD 26Q1-2900-gdf79404cd8, Yosys 0.63+post, stock flow scripts
make -C /OpenROAD-flow-scripts/flow DESIGN_CONFIG=/design/flow/config.mk WORK_HOME=/design/flow/orfs finish
==> flow_summary.ini <==
; generated from flow reports
[outcome]
status = stopped before the end
failed_stage = global routing
tool.error = [ERROR GRT-0116] Global routing finished with congestion. Check the congestion regions in the DRC Viewer.

[place]
i_o_buffers = 38
total_instance_count_after_detailed_placement = 19714
finalWeightedCongestion = 1.95
placed_area_um2 = 122000
hpwl_um = 898000
post-place-ws_ps = 15000

[floorplanning]
die_width_um = 475
std_cell_rows = 173
dieHeight_um = 475
pin_count = 39
floorplan.initialDensity_pct = 50.3

[global_route]
grt_pass1_wl_um = 1690000
grtUsageTotal_pct = 112
grt_pass1_vias = 184581
grt_remaining_overflow = 27094
grt_start_max_net_pins = 84

[logic_synthesis]
synth_cells = 17285
top_cells_by_count = 2236 x sky130_fd_sc_hd__a21oi_1, 2121 x sky130_fd_sc_hd__o21ai_0, 1744 x sky130_fd_sc_hd__nand2_1
yosys_warnings = 2
synthDistinctLibCells = 111
synth_sequential_area_ratio_pct = 15.0
yosysMostFrequentCell = sky130_fd_sc_hd__a21oi_1
synth_async_sr_flop_share_pct = 8.67
edf_count = 516
synth_stat.cells = 17285
syn_area_um2 = 112000
area_leaders = sky130_fd_sc_hd__edfxtp_1 14%, sky130_fd_sc_hd__a21oi_1 10%, sky130_fd_sc_hd__o21ai_0 9.5%
postSynth.topFlopCell = sky130_fd_sc_hd__edfxtp_1
yosys.stat.chipArea_um2 = 112000
synth_area_per_cell_um2 = 6.46
synth_flop_count = 565
synth_top_area_share_pct = 13.9
library_cell_occupying_the_most_area_in_the_post_synthesis_netlist = sky130_fd_sc_hd__edfxtp_1

[cts]
cts_root_buf = sky130_fd_sc_hd__clkbuf_16
cts.sink_count = 565
cts_repair_resize_count = 0
postCtsHoldBufs = 0
htree_levels = 3
cts-buffers-inserted = 86
max-clock-path-buffers = 3
post-cts-setup-buffer-count = 0
==> stage by stage <==
stage	hold slack [ps]	power, mW
4_1_cts	466	54.2
3_5_place_dp	450	52.9
2_1_floorplan	388	24.6
3_3_place_gp	448	52.9
==> kinds of logic after synthesis <==
family	count (synthesis)	synth area share, %
AOI/OAI and AO/OA	9264	53.9
xor gates and xnor gates	33	0.359
DFF	565	15.0
buffers and inverters	2466	8.95
and+or+nand+nor	4665	18.8
muxes	242	2.34
adders and majority gates	50	0.679
==> per-layer routing <==
layer / GRT overflow / track usage (%)
met5: 344 / 92.6
met2: 15737 / 132
met4: 4105 / 111
met3: 3352 / 100
met1: 3556 / 103
Power is estimated from default activity; no workload was simulated.
