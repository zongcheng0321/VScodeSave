--- constraint.sdc ---
current_design LASER

set clk_period 16.5
set clk_io_pct 0.2

create_clock -name clk0 -period $clk_period [get_ports {CLK}]

set non_clock_inputs [all_inputs -no_clocks]
set_input_delay [expr $clk_period * $clk_io_pct] -clock clk0 $non_clock_inputs
set_output_delay [expr $clk_period * $clk_io_pct] -clock clk0 [all_outputs]
--- run.sh ---
#!/bin/bash
# OpenROAD 26Q1-2900-gdf79404cd8, Yosys 0.63+post, stock flow scripts
make -C /OpenROAD-flow-scripts/flow DESIGN_CONFIG=/design/flow/config.mk WORK_HOME=/design/flow/orfs finish
--- config.mk ---
export PLATFORM = sky130hd
export DESIGN_NAME = LASER
export DESIGN_NICKNAME = LASER
export VERILOG_FILES = /design/flow/design.v
export SDC_FILE = /design/flow/constraint.sdc
export NUM_CORES = 4
export LEC_CHECK = 1
export CORE_UTILIZATION = 50
--- design.v ---
module LASER (
input CLK,  
input RST,  
input [3:0] X,  
input [3:0] Y,  
output reg [3:0] C1X,  
output reg [3:0] C1Y,  
output reg [3:0] C2X,  
output reg [3:0] C2Y,  
output reg DONE);  
reg [3:0] mov_cir_x;
reg [3:0] mov_cir_y;
reg [3:0] ob_x [39:0];  
reg [3:0] ob_y [39:0];  
localparam INPUT = 3'd0,  
           SET_C2_UPDATE_C1 = 3'd1,  
           SET_C1_UPDATE_C2 = 3'd2,  
           OUTPUT = 3'd7; 
reg [2:0] state;
reg [5:0] cnt;
reg first_step;  
wire [3:0] coor_max_x;
wire [3:0] coor_max_y;
wire [3:0] coor_min_x;
assign coor_max_x = first_step ? 4'd15 : 4'd13;
assign coor_max_y = first_step ? 4'd15 : 4'd12;
assign coor_min_x = first_step ? 4'd0  : 4'd2;  
wire [3:0] cir_x, cir_y;
assign cir_x = mov_cir_x;
assign cir_y = mov_cir_y;
wire [5:0] idx0;
assign idx0 = {cnt[3:0], 2'b00};  
wire [5:0] idx1;
assign idx1 = {cnt[3:0], 2'b01};  
wire [5:0] idx2;
assign idx2 = {cnt[3:0], 2'b10};  
wire [5:0] idx3;
assign idx3 = {cnt[3:0], 2'b11};  
wire [3:0] abs_cir_minus_x0, abs_cir_minus_y0;  
wire [3:0] abs_cir_minus_x1, abs_cir_minus_y1;  
wire [3:0] abs_cir_minus_x2, abs_cir_minus_y2;  
wire [3:0] abs_cir_minus_x3, abs_cir_minus_y3;  
assign abs_cir_minus_x0 = (cir_x >= ob_x[idx0]) ? (cir_x - ob_x[idx0]) : (ob_x[idx0] - cir_x);
assign abs_cir_minus_y0 = (cir_y >= ob_y[idx0]) ? (cir_y - ob_y[idx0]) : (ob_y[idx0] - cir_y);
assign abs_cir_minus_x1 = (cir_x >= ob_x[idx1]) ? (cir_x - ob_x[idx1]) : (ob_x[idx1] - cir_x);
assign abs_cir_minus_y1 = (cir_y >= ob_y[idx1]) ? (cir_y - ob_y[idx1]) : (ob_y[idx1] - cir_y);
assign abs_cir_minus_x2 = (cir_x >= ob_x[idx2]) ? (cir_x - ob_x[idx2]) : (ob_x[idx2] - cir_x);
assign abs_cir_minus_y2 = (cir_y >= ob_y[idx2]) ? (cir_y - ob_y[idx2]) : (ob_y[idx2] - cir_y);
assign abs_cir_minus_x3 = (cir_x >= ob_x[idx3]) ? (cir_x - ob_x[idx3]) : (ob_x[idx3] - cir_x);
assign abs_cir_minus_y3 = (cir_y >= ob_y[idx3]) ? (cir_y - ob_y[idx3]) : (ob_y[idx3] - cir_y);
reg cir_cover0, cir_cover1, cir_cover2, cir_cover3;  
reg [39:0] current_every_cover ;  
reg [39:0] best_every_cover_C1 ;  
reg [39:0] best_every_cover_C2 ;  
wire is_c1_state, best_every_cover_idx0, best_every_cover_idx1, best_every_cover_idx2, best_every_cover_idx3;
assign is_c1_state = (state == SET_C2_UPDATE_C1);
assign best_every_cover_idx0 = is_c1_state ? best_every_cover_C2[idx0] : best_every_cover_C1[idx0];
assign best_every_cover_idx1 = is_c1_state ? best_every_cover_C2[idx1] : best_every_cover_C1[idx1];
assign best_every_cover_idx2 = is_c1_state ? best_every_cover_C2[idx2] : best_every_cover_C1[idx2];
assign best_every_cover_idx3 = is_c1_state ? best_every_cover_C2[idx3] : best_every_cover_C1[idx3];
wire cover_OR0, cover_OR1, cover_OR2, cover_OR3;
assign cover_OR0 = cir_cover0 | best_every_cover_idx0;
assign cover_OR1 = cir_cover1 | best_every_cover_idx1;
assign cover_OR2 = cir_cover2 | best_every_cover_idx2;
assign cover_OR3 = cir_cover3 | best_every_cover_idx3;
wire [1:0] sum_01, sum_23; 
wire [2:0] sum_cover;
assign sum_01 = cover_OR0 + cover_OR1;
assign sum_23 = cover_OR2 + cover_OR3;
assign sum_cover = sum_01 + sum_23;
reg [5:0] total_cover; 
reg [5:0] total_cover_current;  
wire is_better_or_eq;  
assign is_better_or_eq = (total_cover_current >= total_cover);
wire scan_done;
assign scan_done = (mov_cir_x == coor_max_x && mov_cir_y == coor_max_y);
wire x_end;
assign x_end = (mov_cir_x == coor_max_x);
reg [3:0] best_C1X, best_C1Y, best_C2X, best_C2Y;
always @(*) begin
    case (abs_cir_minus_x0)  
        0: cir_cover0 = (abs_cir_minus_y0 <= 5'd4);
        1, 2: cir_cover0 = (abs_cir_minus_y0 <= 5'd3);
        3: cir_cover0 = (abs_cir_minus_y0 <= 5'd2);
        4: cir_cover0 = (abs_cir_minus_y0 == 0);
        default: cir_cover0 = 0;
    endcase
    case (abs_cir_minus_x1) 
        0: cir_cover1 = (abs_cir_minus_y1 <= 5'd4);
        1, 2: cir_cover1 = (abs_cir_minus_y1 <= 5'd3);
        3: cir_cover1 = (abs_cir_minus_y1 <= 5'd2);
        4: cir_cover1 = (abs_cir_minus_y1 == 0);
        default: cir_cover1 = 0;
    endcase
    case (abs_cir_minus_x2) 
        0: cir_cover2 = (abs_cir_minus_y2 <= 5'd4);
        1, 2: cir_cover2 = (abs_cir_minus_y2 <= 5'd3);
        3: cir_cover2 = (abs_cir_minus_y2 <= 5'd2);
        4: cir_cover2 = (abs_cir_minus_y2 == 0);
        default: cir_cover2 = 0;
    endcase
    case (abs_cir_minus_x3) 
        0: cir_cover3 = (abs_cir_minus_y3 <= 5'd4);
        1, 2: cir_cover3 = (abs_cir_minus_y3 <= 5'd3);
        3: cir_cover3 = (abs_cir_minus_y3 <= 5'd2);
        4: cir_cover3 = (abs_cir_minus_y3 == 0);
        default: cir_cover3 = 0;
    endcase
end
always @(posedge CLK or posedge RST) begin
    if (RST) begin
        DONE <= 1'b0;
        C1X <= 1'b0;
        C1Y <= 1'b0;
        C2X <= 1'b0;
        C2Y <= 1'b0;
        cnt <= 0;
        first_step <= 1'b1;  
        mov_cir_x <= 0;
        mov_cir_y <= 0;
        best_C1X <= 4'd0; best_C1Y <= 4'd0;
        best_C2X <= 4'd0; best_C2Y <= 4'd0;
        current_every_cover <= 0;
        best_every_cover_C1 <= 0;
        best_every_cover_C2 <= 0;
        total_cover_current <= 0;
        total_cover <= 0;
        state <= INPUT;
    end else begin
        case (state)
            INPUT: begin  
                ob_x[cnt] <= X;
                ob_y[cnt] <= Y;
                cnt <= cnt + 1'd1;
                if (cnt == 6'd39) begin
                    cnt <= 0;
                    state <= SET_C2_UPDATE_C1;
                end
            end 
            SET_C2_UPDATE_C1: begin
                if (cnt == 6'd10) begin  
                    cnt <= 0;
                    total_cover_current <= 0;
                    if (scan_done) begin  
                        total_cover <= 0;
                        best_C1X <= C1X;
                        best_C1Y <= C1Y;
                        first_step <= 1'b0;
                        if (best_C1X == C1X && best_C1Y == C1Y) begin
                            state <= OUTPUT;
                        end else begin
                            state <= SET_C1_UPDATE_C2;
                            mov_cir_x <= 4'd2;  
                            mov_cir_y <= 4'd2;
                        end
                    end else begin
                        if (is_better_or_eq) begin 
                            total_cover <= total_cover_current;
                            best_every_cover_C1 <= current_every_cover;
                            C1X <= mov_cir_x;
                            C1Y <= mov_cir_y;
                        end
                        if (x_end) begin  
                            mov_cir_x <= coor_min_x;  
                            mov_cir_y <= mov_cir_y + 1'd1;
                        end else begin
                            mov_cir_x <= mov_cir_x + 1'd1;
                        end
                    end
                end else begin
                    current_every_cover[idx0] <= cir_cover0;
                    current_every_cover[idx1] <= cir_cover1;
                    current_every_cover[idx2] <= cir_cover2;
                    current_every_cover[idx3] <= cir_cover3;
                    total_cover_current <= total_cover_current + {3'b00, sum_cover};
                    cnt <= cnt + 1'd1;
                end
            end
            SET_C1_UPDATE_C2: begin
                if (cnt == 6'd10) begin  
                    cnt <= 0;
                    total_cover_current <= 0;
                    if (scan_done) begin  
                        total_cover <= 0;
                        best_C2X <= C2X;
                        best_C2Y <= C2Y;
                        if (best_C2X == C2X && best_C2Y == C2Y) begin
                            state <= OUTPUT;
                        end else begin
                            state <= SET_C2_UPDATE_C1;
                            mov_cir_x <= 4'd2;  
                            mov_cir_y <= 4'd2;
                        end
                    end else begin
                        if (is_better_or_eq) begin  
                            total_cover <= total_cover_current;
                            best_every_cover_C2 <= current_every_cover;
                            C2X <= mov_cir_x;
                            C2Y <= mov_cir_y;
                        end
                        if (x_end) begin  
                            mov_cir_x <= 4'd2;  
                            mov_cir_y <= mov_cir_y + 1'd1;
                        end else begin
                            mov_cir_x <= mov_cir_x + 1'd1;
                        end
                    end
                end else begin
                    current_every_cover[idx0] <= cir_cover0;
                    current_every_cover[idx1] <= cir_cover1;
                    current_every_cover[idx2] <= cir_cover2;
                    current_every_cover[idx3] <= cir_cover3;
                    total_cover_current <= total_cover_current + {3'b00, sum_cover}; 
                    cnt <= cnt + 1'd1;
                end
            end
            OUTPUT: begin
                if (DONE == 1'b1) begin
                    DONE <= 1'b0;
                    C1X <= 1'b0;
                    C1Y <= 1'b0;
                    C2X <= 1'b0;
                    C2Y <= 1'b0;
                    cnt <= 0;
                    first_step <= 1'b1;  
                    mov_cir_x <= 0;
                    mov_cir_y <= 0;
                    best_C1X <= 4'd0; best_C1Y <= 4'd0;
                    best_C2X <= 4'd0; best_C2Y <= 4'd0;
                    current_every_cover <= 0;
                    best_every_cover_C1 <= 0;
                    best_every_cover_C2 <= 0;
                    total_cover_current <= 0;
                    total_cover <= 0;
                    state <= INPUT;
                end else begin
                    DONE <= 1'b1;
                end
            end
            default: ;
        endcase
    end
end
endmodule
==> out/metrics.yaml <==
synth:
  main_logic_family_after_synthesis: "AND-OR/OR-AND gates"
  yosys_cells: 1890
  synth.yosys.warnings: 3
  asyncSetResetFlopFracSynth_pct: 36.5
  flip_flops_with_a_built_in_enable: 320
  synth_simple_gate_area_share_pct: 10.3
  synth.yosys.seq_area_share_pct: 60.1
  mappedNetlistArea_um2: 23600
  avgSynthCellArea_um2: 12.5
  yosys_register_bits: 504
  ys_dominant_reg_cell: "sky130_fd_sc_hd__edfxtp_1"
  synth_adder_area_share_pct: 5.95
  yosys-stat-area_um2: 23600
  syn-instance-count: 1890
  xor_area_share_pct: 1.04
  mux_share_pct: 3.09
  synth.cellmix.compoundShare_pct: 16.1
  yosysUniqueCellTypes: 88
detailed_routing:
  detailroute.via_count: 16033
  drt-total-wl_um: 64300
  route.antenna.remaining_nets: 0
  drtPass1Iterations: 5
  dr_iter_0_viols: 1367
  drc: 0
  wl_per_cell_um: 25.2
  diodes: 0
  route.detailed.vias_per_inst: 6.28
clock_network:
  cts.root.buffer_cell: "sky130_fd_sc_hd__clkbuf_16"
  cts.sinks: 504
  clock_insertion_delay_worst_skew_ns: 0.61
  clock_input_transition_at_the_sequential_cells_of_the_worst_setup_and_hold_paths_ns: 0.06
  cts_buffer_depth: 3
  cts.hold.buffers_added: 0
  tritoncts_clock_tree: "yes"
  cts-resized-gates: 0
  h-tree-depth: 2
  post-cts-setup-buffer-count: 0
  tritoncts.num_buffers: 51
critical_path:
  path_max_fanout: 37
  critPathCaptureType: "register"
  timing.critical_path.slowest_stage_cell: "sky130_fd_sc_hd__a2111oi_0"
  critical_path_cell_by_cell: "inv_1 > ha_1 > nor2b_1 > o41ai_4 > nand2_2 > nor2_1 > a31oi_1 > ha_1 > and3b_1 > a2111oi_0 > a311oi_1 > a2111oi_0 > o21ai_1 > buf_4 > o311a_1 > fa_1 > inv_1 > fa_1 > fa_1 > a311oi_1 > o21ai_0 > o21ai_0"
  cp_data_required_time_ns: 17.02
  timing.critical_path.mode_cell: "sky130_fd_sc_hd__fa_1"
  critPathLaunchType: "register"
  critPathArrivalTime_ns: 8.70
  criticalPathCategory: "reg -> reg"
  critical-path-max-stage-delay_ns: 0.67
die:
  die.size.y_um: 219
  floorplan.io_pins: 27
  die-width_um: 219
  core_box_area_um2: 46600
  rows: 79
  fp_util_pct: 50.8
  die_footprint_um2: 48200
power:
  power.static_leakage_nw: 10.1
  pwr_density_cell_nw_per_um2: 95.1
  worst_ir_drop_vdd_v: 0.000104
final_timing:
  timing.setup.tns_ns: 0
  fin_crit_ns: 8.17
  slew_headroom_pct: 31.3
  skew_ns: 0.0249
  fmax_ghz: 0.122
  finalHoldViolations: 0
  final_max_slew_viol_count: 0
  setup-violations-final: 0
  grt_setup_unrepaired: "no"
  fin_crit_sh_pct: 49.5
  timing_worst_slew_pin_value_ns: 1.03
global_routing:
  global_route.overflow_total: 0
  grt_pass1_wl_um: 99000
  globalRouteTotalUtil_pct: 29.8
  antenna_violations_before_repair: 0
  via_count_of_the_first_global_routing_pass: 16356
  grt_start_max_net_pins: 72
cells_and_area:
  stdcell_count: 2555
  share_of_post_route_cells_with_drive_strength_above_1_pct: 10.5
  area_growth_pct: 10.9
job:
  maxCapViolations: 0
  tool_warnings: 63
status:
  outcome: "completed"
hold_path:
  type_of_the_worst_min_delay_path: "reg -> reg"
placement:
  place_congestion: 0.947
  place.detailed.instances: 2462
  portBuffers: 26
  dp_hpwl_um: 40900
cell type report:
class | count | area (um^2)
well taps | 607 | 759
flip-flops and latches | 504 | 14200
clock buffers | 75 | 1450
inverters | 60 | 230
fillers | 3637 | 20300
multi-input cells | 1202 | 8650
clock inverters | 18 | 175
repair buffers | 89 | 733
routing by layer:
| metal | up-vias | GRT usage (%) | part of all wire (%) |
|---|---|---|---|
| li1 | 7255 | - | - |
| met1 | 7928 | 42.9 | 40 |
| met2 | 730 | 44.5 | 47 |
| met3 | 118 | 12.8 | 9.9 |
| met4 | 2 | 7.48 | 3.1 |
| met5 | - | 0.938 | 0.095 |
layout by cell type, fill, tap and decap left out, types with 9 or more instances in the layout:
| cell | synthesis | final |
|---|---|---|
| sky130_fd_sc_hd__o211ai_1 | 52 | 52 |
| sky130_fd_sc_hd__a22oi_1 | 91 | 91 |
| sky130_fd_sc_hd__nor2b_1 | 18 | 18 |
| sky130_fd_sc_hd__a22o_1 | 19 | 19 |
| sky130_fd_sc_hd__nand2b_1 | 24 | 22 |
| sky130_fd_sc_hd__dfrtp_1 | 182 | 181 |
| sky130_fd_sc_hd__fa_1 | 19 | 19 |
| sky130_fd_sc_hd__and2_1 | 17 | 17 |
| sky130_fd_sc_hd__nand4_1 | 20 | 20 |
| sky130_fd_sc_hd__buf_4 | 6 | 63 |
| sky130_fd_sc_hd__o21ai_0 | 85 | 85 |
| sky130_fd_sc_hd__inv_1 | 58 | 57 |
| sky130_fd_sc_hd__o22ai_1 | 9 | 9 |
| sky130_fd_sc_hd__edfxtp_1 | 320 | 320 |
| sky130_fd_sc_hd__nor2_1 | 76 | 76 |
| sky130_fd_sc_hd__mux4_2 | 20 | 20 |
| sky130_fd_sc_hd__ha_1 | 82 | 82 |
| sky130_fd_sc_hd__a21oi_1 | 35 | 35 |
| sky130_fd_sc_hd__clkbuf_1 | 51 | 17 |
| sky130_fd_sc_hd__clkbuf_16 | 0 | 52 |
| sky130_fd_sc_hd__clkdlybuf4s50_1 | 0 | 26 |
| sky130_fd_sc_hd__a221oi_1 | 41 | 41 |
| sky130_fd_sc_hd__a32o_1 | 49 | 49 |
| sky130_fd_sc_hd__o21ai_2 | 9 | 9 |
| sky130_fd_sc_hd__o21ai_1 | 26 | 25 |
| sky130_fd_sc_hd__xor2_1 | 21 | 21 |
| sky130_fd_sc_hd__a31oi_1 | 21 | 21 |
| sky130_fd_sc_hd__nor3_1 | 11 | 11 |
| sky130_fd_sc_hd__nand3_1 | 82 | 81 |
| sky130_fd_sc_hd__nand2_1 | 214 | 214 |
| sky130_fd_sc_hd__mux2i_1 | 20 | 20 |
worst max-delay path: cells and delay by family (launching register included):
family	cells	cell delay [ns]
buffers and inverters	3	0.74
adder cells (fa/ha/maj)	5	2.29
flip-flops	1	0.61
AND/OR/NAND/NOR	4	1.61
AND-OR/OR-AND	10	2.83
kinds of logic (layout without fill, tap and decap cells):
group / after synthesis / after routing
AOI/OAI and AO/OA: 514 / 514
DFF: 504 / 504
buffers and inverters: 184 / 242
and+or+nand+nor: 512 / 512
muxes: 47 / 47
xor gates and xnor gates: 28 / 28
adders and majority gates: 101 / 101
cell usage after synthesis, types with 17 or more instances:
cell                         n  area share, %
sky130_fd_sc_hd__o21ai_1    26           0.55
sky130_fd_sc_hd__mux4_2     20            1.9
sky130_fd_sc_hd__nor2b_1    18           0.48
sky130_fd_sc_hd__ha_1       82            4.3
sky130_fd_sc_hd__a22o_1     19           0.70
sky130_fd_sc_hd__a21oi_1    35           0.74
sky130_fd_sc_hd__a221oi_1   41            1.5
sky130_fd_sc_hd__nand3_1    82            1.7
sky130_fd_sc_hd__a32o_1     49            2.1
sky130_fd_sc_hd__edfxtp_1  320             41
sky130_fd_sc_hd__mux2i_1    20           0.85
sky130_fd_sc_hd__fa_1       19            1.6
sky130_fd_sc_hd__o211ai_1   52            1.7
sky130_fd_sc_hd__a31oi_1    21           0.56
sky130_fd_sc_hd__nor2_1     76            1.2
sky130_fd_sc_hd__dfrtp_1   182             19
sky130_fd_sc_hd__nand2b_1   24           0.64
sky130_fd_sc_hd__xor2_1     21           0.78
sky130_fd_sc_hd__nand4_1    20           0.53
sky130_fd_sc_hd__inv_1      58           0.92
sky130_fd_sc_hd__a22oi_1    91            2.9
sky130_fd_sc_hd__clkbuf_1   51           0.81
sky130_fd_sc_hd__nand2_1   214            3.4
sky130_fd_sc_hd__o21ai_0    85            1.8
sky130_fd_sc_hd__buf_2      57            1.2
sky130_fd_sc_hd__and2_1     17           0.45
final timing paths:
path,slack [ns],startpoint,to,cells past startpoint
max reg2reg,8.33,cnt[1],total_cover_current[4],22
max in group asynchronous,12.05,RST,best_every_cover_C2[32],3
min,0.50,best_C2Y[0],best_C2Y[0],2
min reg2reg,0.50,best_C2Y[0],best_C2Y[0],2
max,8.33,cnt[1],total_cover_current[4],22
min in group asynchronous,3.26,RST,current_every_cover[9],2
state kept, by name, indices dropped and copies added (netlist names), 6 cells and up:
signal / count
ob_x: 160
ob_y: 160
total_cover: 6
best_every_cover_C2: 40
best_every_cover_C1: 40
total_cover_current: 6
cnt: 6
current_every_cover: 40
power by group:
group / internal (mW) / switching (mW)
Combinational: 0.00345 / 0.0216
Clock: 0.641 / 0.480
Sequential: 1.35 / 0
through the flow:
step	area [um^2]	worst slack, ns	power (mW)	hold WS (ns)	utilization [%]
6_report	26200	8.33	2.49	0.501	56.3
3_3_place_gp	24600	8.53	1.40	0.482	52.8
2_1_floorplan	23600	8.20	1.38	0.469	-
5_1_grt	26200	7.88	2.56	0.530	56.3
4_1_cts	26200	8.43	2.51	0.509	56.3
3_5_place_dp	24600	8.42	1.40	0.493	52.8
Power and IR drop assume default switching activity.
